### /design/flow/design.v
module comparator_structural (A, B, C);
input [7:0] A, B;
output [1:0] C;
wire[7:0] eq;
assign eq = (A & B) | (~A & ~B);
assign C[0] = (A[7] & ~B[7]) |
              (A[6] & ~B[6] & eq[7]) |
              (A[5] & ~B[5] & eq[7] & eq[6]) |
              (A[4] & ~B[4] & eq[7] & eq[6] & eq[5]) |
              (A[3] & ~B[3] & eq[7] & eq[6] & eq[5] & eq[4]) |
              (A[2] & ~B[2] & eq[7] & eq[6] & eq[5] & eq[4] & eq[3]) |
              (A[1] & ~B[1] & eq[7] & eq[6] & eq[5] & eq[4] & eq[3] & eq[2]) |
              (A[0] & ~B[0] & eq[7] & eq[6] & eq[5] & eq[4] & eq[3] & eq[2] & eq[1]);
assign C[1] = (~A[7] & B[7]) |
              (~A[6] & B[6] & eq[7]) |
              (~A[5] & B[5] & eq[7] & eq[6]) |
              (~A[4] & B[4] & eq[7] & eq[6] & eq[5]) |
              (~A[3] & B[3] & eq[7] & eq[6] & eq[5] & eq[4]) |
              (~A[2] & B[2] & eq[7] & eq[6] & eq[5] & eq[4] & eq[3]) |
              (~A[1] & B[1] & eq[7] & eq[6] & eq[5] & eq[4] & eq[3] & eq[2]) |
              (~A[0] & B[0] & eq[7] & eq[6] & eq[5] & eq[4] & eq[3] & eq[2] & eq[1]);
endmodule
### /design/flow/run.sh
#!/bin/bash
# OpenROAD 26Q1-2900-gdf79404cd8, Yosys 0.63+post, stock flow scripts
make -C /OpenROAD-flow-scripts/flow DESIGN_CONFIG=/design/flow/config.mk WORK_HOME=/design/flow/orfs finish
### /design/flow/config.mk
export PLATFORM = sky130hd
export DESIGN_NAME = comparator_structural
export DESIGN_NICKNAME = comparator_structural
export VERILOG_FILES = /design/flow/design.v
export SDC_FILE = /design/flow/constraint.sdc
export NUM_CORES = 4
export LEC_CHECK = 1
export CORE_AREA = 10 10 70 70
export DIE_AREA = 0 0 80 80
### /design/flow/constraint.sdc
current_design comparator_structural

set clk_period 2.2
set clk_io_pct 0.2

create_clock -name clk0 -period $clk_period

set non_clock_inputs [all_inputs -no_clocks]
set_input_delay [expr $clk_period * $clk_io_pct] -clock clk0 $non_clock_inputs
set_output_delay [expr $clk_period * $clk_io_pct] -clock clk0 [all_outputs]
==> results_tabular.tex <==
% Implementation results table
\begin{tabular}{lr}
\hline
Metric & Value \\
\hline
\multicolumn{2}{l}{\textbf{Status}} \\
Status & completed \\
\multicolumn{2}{l}{\textbf{Setup path}} \\
Max stage delay on crit path & 350 ps \\
CP max-delay cell & sky130\_fd\_sc\_hd\_\_or3\_1 \\
Worst path required time & 1760 ps \\
Type of destination of the critical path & output pin \\
Cells along the critical path & dlygate4sd2\_1 -> ha\_4 -> nand3\_4 -> or3\_1 -> o211ai\_1 -> buf\_2 \\
Buffers and inverters on the worst path & 2 \\
Delay-heaviest family, CP & simple AND/OR/NAND/NOR gates \\
Top fanout value on the critical path & 4 \\
Beginning of the critical path & B[7] \\
Startpoint class of the critical path & primary input \\
Startpoint-to-endpoint class of the critical path & primary input to output pin \\
Critical path data arrival time & 1670 ps \\
\multicolumn{2}{l}{\textbf{Timing}} \\
Number of max-slew violations in the final report & 0 \\
Least-Margin Pin Slew & 197 ps \\
Setup repair after global routing missed its margin & no \\
Time the final worst path needs with I/O delays and setup & 2110 ps \\
Hold\_ws & 1510 ps \\
F\_max & 0.473 GHz \\
\# setup viols final & 0 \\
Final hold vios & 0 \\
Tcrit/Tclk final & 0.960 \\
Max transition margin & 0.869 \\
\multicolumn{2}{l}{\textbf{Yosys}} \\
Number of warning messages in the yosys log & 0 \\
Share of the yosys chip area belonging to registers & 0 \\
Cell count in the Yosys report & 45 \\
Average size of a mapped cell & 7.67 sq um \\
Yosys chip area & 345 sq um \\
Area share of and/or/nand/nor cells after synthesis & 0.138 \\
Cell count after synthesis & 45 \\
Yosys top cell by area & sky130\_fd\_sc\_hd\_\_ha\_1 \\
Ao+oa area frac & 0.203 \\
Arithmetic-cell share of the synthesized area counting full adders, half adders and majority gates & 0.507 \\
Largest cells by area after synthesis & sky130\_fd\_sc\_hd\_\_ha\_1 51\%, sky130\_fd\_sc\_hd\_\_inv\_1 15\%, sky130\_fd\_sc\_hd\_\_a21oi\_1 5.8\% \\
Area share of the largest cell type after synthesis & 0.507 \\
Cell area after technology mapping & 345 sq um \\
Comb area leader & adder cells \\
Count of distinct cell types in the synthesized netlist & 11 \\
Share of the synthesized netlist area taken by xor and xnor gates & 0 \\
Multiplexer area fraction after synthesis & 0 \\
\multicolumn{2}{l}{\textbf{Worst hold path}} \\
Worst hold path class & primary input to output pin \\
Hold path startpoint & A[7] \\
\multicolumn{2}{l}{\textbf{Layout}} \\
Final standard cell count with taps included and fillers excluded & 117 \\
Filler cell count in the final layout & 385 \\
Proportion of layout cells with a drive suffix above 1 & 0.394 \\
Clock tree buffer count of the final layout & 0 \\
Most numerous logic cells after layout & 13 x sky130\_fd\_sc\_hd\_\_dlygate4sd2\_1, 8 x sky130\_fd\_sc\_hd\_\_inv\_1, 8 x sky130\_fd\_sc\_hd\_\_ha\_1, 8 x sky130\_fd\_sc\_hd\_\_buf\_4 \\
Post-route design area & 714 sq um \\
FF/Latch Area & 0 sq um \\
Number of sequential cells & 0 \\
Relative area change from synthesis to final layout & 107\% \\
Multi-input logic area & 390 sq um \\
Final core utilization & 0.209 \\
Most frequent logic cell in the layout & sky130\_fd\_sc\_hd\_\_dlygate4sd2\_1 \\
\multicolumn{2}{l}{\textbf{Floorplanning}} \\
Core footprint & 3420 sq um \\
Chip Footprint & 6400 sq um \\
Top-level I/O count & 18 \\
Die width & 80 um \\
Placement Rows & 21 \\
Starting utilization of the core area & 0.101 \\
Die H & 80 um \\
\multicolumn{2}{l}{\textbf{Power}} \\
Post-route total power & 0.116 mW \\
Peak supply drop & 52.8 uV \\
Static leakage & 0.348 nW \\
Pwr Density & 162 nW/um\^{}2 \\
\multicolumn{2}{l}{\textbf{Placed design}} \\
Global placer's final weighted congestion & 0.808 \\
HPWL after detailed placement & 851 um \\
Placed insts & 115 \\
Placed Instance Area & 628 sq um \\
Buffers added on ports & 18 \\
\multicolumn{2}{l}{\textbf{GRT}} \\
Antenna violations before repair & 0 \\
Total routing usage reported by global routing & 0.0332 \\
Maximum number of pins on one net before global-route repair & 5 \\
Aggregate global routing overflow & 0 \\
Via count of the first global-routing pass & 413 \\
Wire length of the first global-routing pass & 1810 um \\
\multicolumn{2}{l}{\textbf{Routing}} \\
DR pass1 iterations & 2 \\
DRC viols & 0 \\
Total antenna diodes in the routed design & 0 \\
Drt first-iter violations & 4 \\
ANT nets after route & 0 \\
Routed wire length per instance & 9.03 um \\
Via count of the routed design & 376 \\
Post-detailed-route via-to-cell ratio & 3.21 \\
WL final & 1060 um \\
\multicolumn{2}{l}{\textbf{Run}} \\
Maximum Capacitance Violations & 0 \\
OpenROAD warning count & 39 \\
\hline
\end{tabular}
Yosys cell counts (all sizes together):
master / number
a21oi: 4
ha: 14
a221oi: 2
or3: 2
a21o: 2
nor2b: 2
nand3: 1
nand2: 1
inv: 14
o211ai: 2
and4: 1
area by class of cell:
| type | instances | share of cell area |
|---|---|---|
| Multi-Input combinational cell | 31 | 0.546 |
| Timing Repair Buffer | 26 | 0.299 |
| Tap cell | 46 | 0.0806 |
| Inverter | 14 | 0.0736 |
power breakdown:
group / switching [mW] / internal [mW]
sequential: 0 / 0
clock: 0 / 0
combinational: 0.0484 / 0.0672
total: 0.0484 / 0.0672
timing repair:
action                                  4_1_cts  5_1_grt
hold buffers                                  0        0
buffers inserted                              1        1
pin swaps                                     5        1
resized                                      36        2
gates cloned                                  0        0
endpoints found under the setup margin        2        1
stage by stage:
stage	setup slack (ps)	setup TNS (ps)
2_1_floorplan	466	0
3_3_place_gp	-614	-1200
3_5_place_dp	-627	-1230
4_1_cts	53.0	0
5_1_grt	0.544	0
6_report	87.6	0
path summary, 6_finish.rpt:
path	cells after the start	endpoint	slack, ps
max	6	C[1]	90
min	6	C[1]	1510
cells by family after synthesis:
kind of cell	Yosys count
adder cells (fa/ha/maj)	14
buffers and inverters	14
AND-OR/OR-AND	10
AND/OR/NAND/NOR	7
per-layer routing:
| layer | vias to the layer above | global-route usage | part of all wire | routed length, um |
|---|---|---|---|---|
| met2 | 16 | 0.0457 | 0.32 | 342 |
| li1 | 203 | - | - | - |
| met1 | 157 | 0.0501 | 0.57 | 599 |
| met3 | 0 | 0.0125 | 0.11 | 115 |
| met4 | 0 | 0 | 0 | 0 |
| met5 | - | 0 | 0 | 0 |
Power figures rest on the tool's default switching activity, not on a simulated workload.
