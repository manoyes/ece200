<file path="./design.v">
module CLA_add_16(SUM, c_out,A,B, c_in);
output [15:0] SUM;
output c_out;
input [15:0] A,B;
input c_in;
wire c1,c2,c3,c4;
wire [3:0] S1, S2, S3, S4;
CLA_unit_16 CLA_u(c_out,c3,c2,c1, A, B, c_in);
CLA_adder_4 u1(S1, A[3:0], B[3:0],c_in);
CLA_adder_4 u2(S2, A[7:4], B[7:4],c1);
CLA_adder_4 u3(S3, A[11:8], B[11:8],c2);
CLA_adder_4 u4(S4, A[15:12], B[15:12],c3);
assign SUM = {S4, S3, S2, S1};
endmodule
module CLA_adder_4(sum, a, b, c_in);
output [3:0] sum;
input [3:0] a,b;
input c_in;
wire p0,g0, p1,g1, p2,g2, p3,g3;
wire c4, c3, c2, c1;
wire t00,t10,t11,t20,t21,t22,t30,t31,t32,t33;
xor(p0,a[0],b[0]);
xor(p1,a[1],b[1]);
xor(p2,a[2],b[2]);
xor(p3,a[3],b[3]);
and(g0,a[0],b[0]);
and(g1,a[1],b[1]);
and(g2,a[2],b[2]);
and(g3,a[3],b[3]);
and(t00,p0,c_in);
or(c1,t00,g0);
and(t10,p1,g0);
and(t11,p1, p0,c_in);
or(c2,t10,t11,g1);
and(t20,p2,g1);
and(t21,p2, p1,g0);
and(t22,p2, p1,p0,c_in);
or(c3,t20,t21,t22,g2);
and(t30,p3,g2);
and(t31,p3, p2,g1);
and(t32,p3, p2,p1,g0);
and(t33,p3, p2,p1,p0,c_in);
or(c4,t30,t31,t32,t33,g3);
xor(sum[0],p0,c_in);
xor(sum[1],p1,c1);
xor(sum[2],p2,c2);
xor(sum[3],p3,c3);
endmodule
module CLA_unit_16(c4,c3,c2,c1, a, b, c_in);
output c4,c3,c2,c1;
input [15:0] a,b;
input c_in;
wire p0,g0, p1,g1, p2,g2, p3,g3;
wire t00,t10,t11,t20,t21,t22,t30,t31,t32,t33;
CLA_Group_Generation4 u1(g0, p0, a[3:0], b[3:0]);
CLA_Group_Generation4 u2(g1, p1, a[7:4], b[7:4]);
CLA_Group_Generation4 u3(g2, p2, a[11:8], b[11:8]);
CLA_Group_Generation4 u4(g3, p3, a[15:12], b[15:12]);
and(t00,p0,c_in);
or(c1,t00,g0);
and(t10,p1,g0);
and(t11,p1, p0,c_in);
or(c2,t10,t11,g1);
and(t20,p2,g1);
and(t21,p2, p1,g0);
and(t22,p2, p1,p0,c_in);
or(c3,t20,t21,t22,g2);
and(t30,p3,g2);
and(t31,p3, p2,g1);
and(t32,p3, p2,p1,g0);
and(t33,p3, p2,p1,p0,c_in);
or(c4,t30,t31,t32,t33,g3);
endmodule
module CLA_Group_Generation4(G, P, a, b);
output G,P;
input [3:0] a,b;
wire p0,g0, p1,g1, p2,g2, p3,g3;
wire c4, c3, c2, c1;
wire t00,t10,t11,t20,t21,t22,t30,t31,t32,t33;
xor(p0,a[0],b[0]);
xor(p1,a[1],b[1]);
xor(p2,a[2],b[2]);
xor(p3,a[3],b[3]);
and(g0,a[0],b[0]);
and(g1,a[1],b[1]);
and(g2,a[2],b[2]);
and(g3,a[3],b[3]);
and(t30,p3,g2);
and(t31,p3, p2,g1);
and(t32,p3, p2,p1,g0);
or(G,t30,t31,t32,g3);
and(P,p0,p1,p2,p3);
endmodule
</file>
<file path="./run.sh">
#!/bin/bash
# OpenROAD 26Q1-2900-gdf79404cd8, Yosys 0.63+post, stock flow scripts
make -C /OpenROAD-flow-scripts/flow DESIGN_CONFIG=/design/flow/config.mk WORK_HOME=/design/flow/orfs finish
</file>
<file path="./config.mk">
export PLATFORM = sky130hd
export DESIGN_NAME = CLA_add_16
export DESIGN_NICKNAME = CLA_add_16
export VERILOG_FILES = /design/flow/design.v
export SDC_FILE = /design/flow/constraint.sdc
export NUM_CORES = 4
export LEC_CHECK = 1
export CORE_AREA = 10 10 73 73
export DIE_AREA = 0 0 83 83
</file>
<file path="./constraint.sdc">
current_design CLA_add_16

set clk_period 5.8
set clk_io_pct 0.2

create_clock -name clk0 -period $clk_period

set non_clock_inputs [all_inputs -no_clocks]
set_input_delay [expr $clk_period * $clk_io_pct] -clock clk0 $non_clock_inputs
set_output_delay [expr $clk_period * $clk_io_pct] -clock clk0 [all_outputs]
</file>
==> flow_summary.json <==
{
  "drc": 0,
  "holdBufCountCts": 0,
  "dp_hpwl_mm": 1.934,
  "grt_max_degree": 7,
  "ff_count": 0,
  "status": "complete, no violations",
  "finalHoldViolCount": 0,
  "dp.cells": 175,
  "max_freq_mhz": 198.2,
  "drt_iter0_drc": 20,
  "cts_setup_buffers": 0,
  "core_area_um2": 3744,
  "grt_overflow_total": 0,
  "combGateArea_um2": 649.4,
  "tightestPinTransition_ns": 0.4596,
  "period_used_pct": 87.01,
  "tns_ns": 0,
  "routedWlPerCell_um": 11.91,
  "yosysTopAreaCell": "ha_1",
  "die_h_um": 83,
  "pwr-share-clk_pct": 0,
  "grt_pass1_wl_mm": 3.532,
  "clock_buffers": 0,
  "cts.repair.resized": 0,
  "seq_area_um2": 0,
  "ys_cells": 77,
  "p_seq_share_pct": 0,
  "crit_path_end_kind": "primary output",
  "cellPowerDensity_nw_per_um2": 110.6,
  "dieArea_um2": 6889,
  "wl_mm": 2.085,
  "io_buffers": 50,
  "stdcell_area_um2": 1232,
  "cp_data_arrival_time_ns": 3.89,
  "rsz0062_at_grt": "false",
  "rows": 22,
  "min_period_ns": 5.047,
  "final_cells": 175,
  "area_delta_synth_final_pct": 83.43,
  "tool_warnings": 32,
  "diodes": 0,
  "final_util_pct": 32.92,
  "intPower_w": 0.00009038,
  "yosys_area_um2": 671.9,
  "yosys.cell_count.top_type": "ha_1",
  "ys_seq_share_pct": 0,
  "ir_worst_vdd_mv": 0.04199,
  "avgViaCountPerCell": 4.320,
  "ys_types": 28,
  "grt_pass1_vias": 780,
  "vias": 756,
  "globalplace.congestion": 0.9286,
  "maxSlewHeadroom_pct": 69.17,
  "io_pins": 50,
  "swShare_pct": 33.71,
  "syn_inst": 77,
  "fill_cells": 379,
  "drive_gt1_share_pct": 3.937,
  "ys_warn_count": 0,
  "top_area_share_pct": 29.80,
  "antenna_found_initial": 0,
  "finalSetupViolCount": 0,
  "p_switching_w": 0.00004596,
  "grt_usage_pct": 5.692,
  "p_leak_nw": 0.5369,
  "common_cells": "16 x ha_1, 6 x inv_1, 6 x xnor2_1",
  "fp_util_pct": 17.95,
  "syn_avg_cell_area_um2": 8.726,
  "critPathKind": "input port to primary output",
  "drt-pass1-iter-count": 4,
  "syn_area_um2": 671.9,
  "topCellsByArea": "ha_1 30%, fa_1 12%, xnor2_1 7.8%",
  "drv_cap": 0,
  "maxSlewViolCount": 0,
  "ant_nets": 0,
  "fp.dieW_um": 83,
  "power.combinational.fraction_pct": 100.0,
  "hold_path_class": "input port to primary output",
  "dpl-instance-area_um2": 1232,
  "critPathMaxFanout": 5,
  "worstSetupStartpointType": "input port",
  "required_ns": 4.64
}
worst max-delay path, stage by stage:
cell and delay (ns):
clkdlybuf4s50_1 0.40, ha_1 0.35, a41o_1 0.27, a211oi_2 0.32, o31ai_2 0.19, nand3_1 0.12
nand2_1 0.07, fa_1 0.38, xor2_1 0.14, clkdlybuf4s50_1 0.49
through the flow:
stage	hold slack [ns]	setup slack [ns]	power, W
final	3.424	0.7534	0.0001363
after global routing	3.493	0.5725	0.0001529
after CTS	3.436	0.7374	0.0001395
after detailed placement	3.433	0.7714	0.0001385
after global placement	3.429	0.7521	0.0001381
after floorplan	2.427	1.792	0.00005399
power groups by stage:
stage         registers, W  logic (W)  clock network (W)
finish                   0   0.000136                  0
global route             0   0.000153                  0
CTS                      0   0.000139                  0
placed cells by master (no fill, tap or decap), types with 2 or more instances in the layout:
cell | netlist | routed
clkdlybuf4s50_1 | 0 | 50
ha_1 | 16 | 16
inv_1 | 6 | 6
xnor2_1 | 6 | 6
a21oi_1 | 5 | 5
a21o_1 | 5 | 5
a31oi_1 | 4 | 4
xor2_1 | 4 | 4
fa_1 | 4 | 4
nand2_1 | 3 | 3
nor2_1 | 3 | 3
a21o_2 | 2 | 2
o21ai_0 | 2 | 2
nand3_1 | 2 | 2
layout make-up:
type                            instances  area share (%)
Timing Repair Buffer                   50           40.61
Inverter                                6           1.827
Multi-Input combinational cell         71           52.69
Tap cell                               48           4.873
path summary, 6_finish.rpt:
check	slack [ns]	endpoint	depth (start not counted)	from
max	0.75	SUM[13]	10	A[1]
min	3.42	SUM[0]	5	B[0]
cells by family (layout without fill, tap and decap cells):
family | count (synthesis) | in the layout | share of synthesized area (%)
compound gates | 29 | 29 | 33.34
fa+ha+maj | 20 | 20 | 41.71
simple gates | 12 | 12 | 8.568
xor+xnor | 10 | 10 | 13.03
buf+inv | 6 | 56 | 3.352
routing by layer:
layer / up-vias / routed length [um] / part of all wire, % / global-route usage [%]
met1: 332 / 1003 / 48 / 7.715
met2: 28 / 918 / 44 / 9.358
met5: - / 0 / 0 / 0
met3: 0 / 162 / 7.8 / 1.476
li1: 396 / - / - / -
met4: 0 / 0 / 0 / 0
Power is estimated from default activity; no workload was simulated.
