--- ./design.v ---
module readandwrite (clk, read, write, address_in, data_in, data_found, address_out);
  parameter ADDR_WIDTH  = 2;  
  parameter ADDR_DEPTH = (1 << ADDR_WIDTH);  
  parameter DATA_WIDTH = 4;  
  input clk;  
  input read;  
  input write;  
  input[ADDR_WIDTH-1:0] address_in;  
  input [DATA_WIDTH-1:0]data_in;  
  output reg data_found;  
  output reg [ADDR_WIDTH-1:0] address_out;  
  integer i;  
  reg [3:0] datastore[DATA_WIDTH-1:0];  
  reg found;  
  reg [ADDR_WIDTH-1:0] addr;  
  always @ (negedge clk) begin
    if (write)  begin          
      datastore[address_in] <= data_in;
    end
  end
 always @(posedge clk) begin
    addr   = {ADDR_WIDTH{1'b0}};
    found  = 1'b0;
    if (read == 1'b1) begin
     for (i=0; i<ADDR_DEPTH; i=i+1) begin
        if ((data_in == datastore[i]) && !found) begin
          found = 1'b1;
          addr  = i;
        end
      end    
      address_out = addr;
      data_found = found;
    end
  end
endmodule
--- ./constraint.sdc ---
current_design readandwrite

set clk_period 2.6
set clk_io_pct 0.2

create_clock -name clk0 -period $clk_period [get_ports {clk}]

set non_clock_inputs [all_inputs -no_clocks]
set_input_delay [expr $clk_period * $clk_io_pct] -clock clk0 $non_clock_inputs
set_output_delay [expr $clk_period * $clk_io_pct] -clock clk0 [all_outputs]
--- ./run.sh ---
#!/bin/bash
# OpenROAD 26Q1-2900-gdf79404cd8, Yosys 0.63+post, stock flow scripts
make -C /OpenROAD-flow-scripts/flow DESIGN_CONFIG=/design/flow/config.mk WORK_HOME=/design/flow/orfs finish
--- ./config.mk ---
export PLATFORM = sky130hd
export DESIGN_NAME = readandwrite
export DESIGN_NICKNAME = readandwrite
export VERILOG_FILES = /design/flow/design.v
export SDC_FILE = /design/flow/constraint.sdc
export NUM_CORES = 4
export LEC_CHECK = 1
export CORE_AREA = 10 10 82 82
export DIE_AREA = 0 0 92 92
==> results.json <==
{
  "die_y_um": 92,
  "worst_skew_pair.late_latency_ns": 0.33,
  "finalWeightedCongestion": 0.706,
  "r2r.worst_path.cells": 3,
  "cts_made_buffers": 3,
  "wl_per_cell_um": 9.76,
  "log.warning_count": 43,
  "maxCapViolations": 0,
  "grt_max_degree": 13,
  "detail_route.vias_per_cell": 3.27,
  "finalWirelength_um": 1570,
  "worstPathCellList": "xor2_1 > nor4_4 > nor2_1",
  "violations": "setup timing",
  "unique_masters_post_synth": 14,
  "p_leak_nw": 0.513,
  "crit_path_max_fanout": 3,
  "layout.core_utilization_pct": 25.0,
  "die_width_um": 92,
  "ys_area_um2": 850,
  "grt_pass1_wl_um": 2620,
  "cp.depth": 3,
  "insertedDiodeCount": 0,
  "design_area_um2": 1270,
  "slowest_cell_on_crit_path": "sky130_fd_sc_hd__edfxtp_1",
  "drt-pass1-iter-count": 4,
  "yosys.area.top_type": "sky130_fd_sc_hd__edfxtp_1",
  "timing.critical_path.max_delay_family": "simple AND/OR/NAND/NOR gates",
  "holdWs_ns": 0.905,
  "critical_path.n_buffers_inverters": 0,
  "postSynthSeqShare_pct": 67.2,
  "most_instantiated_logic_cells_after_routing": "sky130_fd_sc_hd__edfxtp_1 (19), sky130_fd_sc_hd__inv_1 (16), sky130_fd_sc_hd__buf_4 (10)",
  "synth.comb.largest_family": "XOR/XNOR gates",
  "fp-utilization_pct": 16.7,
  "drtIter0Drc": 15,
  "cellPowerDensity_nw_per_um2": 603,
  "cts_sinks": 19,
  "layout_setup_ws_ns": -0.0158,
  "worst_hold_path.num_cells": 1,
  "run_status": "finished with violations",
  "layout_top_cell_excl_fill_tap": "sky130_fd_sc_hd__edfxtp_1",
  "worst-r2r-setup-slack_ns": -0.02,
  "hold_start": "read",
  "dp_slack_ns": -0.365,
  "cts_root_buf": "sky130_fd_sc_hd__clkbuf_8",
  "via_count_of_the_first_global_routing_pass": 617,
  "post_synth_xor_area_fraction_pct": 16.5,
  "clock_tree_from_tritoncts": "yes",
  "netlist_top_cells_area": "sky130_fd_sc_hd__edfxtp_1 (67%), sky130_fd_sc_hd__xor2_1 (12%), sky130_fd_sc_hd__nor4_4 (7.5%)",
  "post-route-drc-count": 0,
  "synth.cellmix.compoundShare_pct": 0.589,
  "mux_contribution_to_synthesized_area_pct": 0,
  "synthToLayoutAreaGrowth_pct": 49.2,
  "rsz_0062_raised_after_global_routing": "true",
  "holdCritPathClass": "input pin to flop",
  "r2r-start": "datastore[0][1]",
  "synthesis.instances": 51,
  "timing.final.setup_violations": 2,
  "ctsLongestPathBuffers": 2,
  "global_route.overflow_total": 0,
  "grt_util_all_layers_pct": 3.89,
  "report.power.total_mw": 0.765,
  "crit_required_ns": 2.61,
  "ys_sh_adder_pct": 0,
  "startpoint_of_the_most_critical_setup_path": "datastore[0][1]",
  "max_h_tree_level": 1,
  "synth_stat.cells": 51,
  "start_kind": "flop",
  "max_slew.worst_pin.slew_ns": 0.298,
  "report.final.slew_viol_count": 0,
  "chipArea_um2": 8460,
  "fraction_of_final_layout_cells_with_drive_strength_greater_than_1_pct": 28.6,
  "top_level_ports": 12,
  "syn-mean-instance-area_um2": 16.7,
  "syn_area_um2": 850,
  "crit_path_capture_type": "flop",
  "placed_cell_area_um2": 1120,
  "cp.arrival_ns": 2.63,
  "vdd_ir_drop_max_mv": 0.316,
  "antenna_left": 0,
  "fin_skew_ns": 0.0668,
  "clk_pin_slew_ns": 0.08,
  "simple_gate_area_share_pct": 15.3,
  "vias": 526,
  "yosys_warnings": 1,
  "numPortBuffers": 11,
  "std_cell_rows": 26,
  "yosysTopAreaCellShare_pct": 67.2,
  "timing_worst_setup_path_type": "flop to flop",
  "cp_slowest_stage_delay_ns": 0.38,
  "placeableCoreArea_um2": 5070,
  "initial_antenna_violation_count": 0,
  "hold_viol_final": 0,
  "numSynthFlops": 19,
  "maxSlewHeadroom_pct": 80.0,
  "hpwl_um": 1200
}
==> flip-flops by register name (all words and copies together) (netlist names) <==
name         flops
address_out      2
data_found       1
datastore       16
==> synthesized netlist by cell type <==
library cell	instances
sky130_fd_sc_hd__nor2_1	3
sky130_fd_sc_hd__nand2_1	2
sky130_fd_sc_hd__edfxtp_1	19
sky130_fd_sc_hd__xnor2_1	4
sky130_fd_sc_hd__nor2b_2	1
sky130_fd_sc_hd__xor2_1	12
sky130_fd_sc_hd__and3b_1	1
sky130_fd_sc_hd__inv_1	1
sky130_fd_sc_hd__nor3_2	1
sky130_fd_sc_hd__a21oi_1	1
sky130_fd_sc_hd__nor3b_1	1
sky130_fd_sc_hd__and3_1	1
sky130_fd_sc_hd__nor4_4	3
sky130_fd_sc_hd__nand4_1	1
==> metrics by stage <==
stage / cells / TNS [ns]
floorplan: 51 / 0
global placement: 142 / -5.85
detailed placement: 142 / -6.19
CTS: 161 / -0.0318
global route: 161 / -0.184
finish: 161 / -0.0249
==> final timing paths <==
check,endpoint
setup / recovery,address_out[0]
hold / removal,address_out[1]
setup reg to reg,address_out[0]
hold reg to reg,address_out[0]
==> metal layers <==
layer	vias to the layer above	part of all wire [%]	GRT usage [%]
li1	261	-	-
met1	241	45	4.58
met2	24	43	5.41
met3	0	12	3.13
met4	0	0	0.900
met5	-	0	0
==> report_power, final <==
group	switching [mW]	internal, mW	leakage (nW)	total, mW
Sequential	0.00667	0.359	0.178	0.365
Combinational	0.0425	0.0466	0.223	0.0891
Clock	0.166	0.144	0.111	0.310
==> what timing repair did <==
action / 4_1_cts / 5_1_grt
buffers inserted: 0 / 0
pin swaps: 4 / 3
gates cloned: 0 / 0
hold buffers: 0 / 0
gates resized: 3 / 6
hold endpoints to repair: 0 / 0
endpoints found under the setup margin: 6 / 14
==> worst register-to-register path, delay by kind of cell (launching register included) <==
family | cells | cell delay (ns)
xor+xnor | 1 | 0.18
flops | 1 | 0.38
simple gates | 2 | 0.44
==> layout make-up <==
type / instances / area, um2
fill: 542 / 3810
sequential: 19 / 571
multi-input combinational: 31 / 309
timing repair buffer: 21 / 190
tap: 70 / 87.6
clock inverter: 17 / 68.8
clock buffer: 3 / 41.3
==> kinds of logic (layout without fill, tap and decap cells) <==
| logic type | Yosys count | count (layout) |
|---|---|---|
| flip-flops | 19 | 19 |
| AND/OR/NAND/NOR | 14 | 14 |
| buffers and inverters | 1 | 41 |
| AND-OR/OR-AND | 1 | 1 |
| XOR/XNOR | 16 | 16 |
Power is estimated from default activity; no workload was simulated.
